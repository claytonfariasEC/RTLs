<file path="flow/config.mk">
export PLATFORM = sky130hd
export DESIGN_NAME = Circuit6288h
export DESIGN_NICKNAME = Circuit6288h
export VERILOG_FILES = /design/flow/design.v
export SDC_FILE = /design/flow/constraint.sdc
export NUM_CORES = 4
export LEC_CHECK = 1
export CORE_UTILIZATION = 40
</file>
<file path="flow/constraint.sdc">
current_design Circuit6288h

set clk_period 16.5
set clk_io_pct 0.2

create_clock -name clk0 -period $clk_period

set non_clock_inputs [all_inputs -no_clocks]
set_input_delay [expr $clk_period * $clk_io_pct] -clock clk0 $non_clock_inputs
set_output_delay [expr $clk_period * $clk_io_pct] -clock clk0 [all_outputs]
</file>
<file path="flow/design.v">
module Circuit6288h (in256, in239, in222, in205, in188, in171, in154, in137, 
                 in120, in103, in86, in69, in52, in35, in18, in1,
                 in528, in511, in494, in477, in460, in443, in426, in409,
                 in392, in375, in358, in341, in324, in307, in290, in273,
                 out6287, out6288, out6280, out6270,
                 out6260, out6250, out6240, out6230, 
                 out6220, out6210, out6200, out6190, 
                 out6180, out6170, out6160, out6150, 
                 out6123, out5971, out5672, out5308, 
                 out4946, out4591, out4241, out3895,
                 out3552, out3211, out2877, out2548,
                 out2223, out1901, out1581, out545);
  input          in256, in239, in222, in205, in188, in171, in154, in137, 
                 in120, in103, in86, in69, in52, in35, in18, in1,
                 in528, in511, in494, in477, in460, in443, in426, in409,
                 in392, in375, in358, in341, in324, in307, in290, in273;
  output         out6287, out6288, out6280, out6270,
                 out6260, out6250, out6240, out6230, 
                 out6220, out6210, out6200, out6190, 
                 out6180, out6170, out6160, out6150, 
                 out6123, out5971, out5672, out5308, 
                 out4946, out4591, out4241, out3895,
                 out3552, out3211, out2877, out2548,
                 out2223, out1901, out1581, out545;
  wire [15:0]   A, B;
  wire [31:0]   P;
  assign
      A[15:0] = {in256, in239, in222, in205, in188, in171, in154, in137, 
                 in120, in103, in86, in69, in52, in35, in18, in1},
      B[15:0] = {in528, in511, in494, in477, in460, in443, in426, in409,
                 in392, in375, in358, in341, in324, in307, in290, in273},
      {out6287, out6288, out6280, out6270,
       out6260, out6250, out6240, out6230, 
       out6220, out6210, out6200, out6190, 
       out6180, out6170, out6160, out6150, 
       out6123, out5971, out5672, out5308, 
       out4946, out4591, out4241, out3895,
       out3552, out3211, out2877, out2548,
       out2223, out1901, out1581, out545} = P[31:0];
  TopLevel6288b Ckt6288b (A, B, P);
endmodule  
module TopLevel6288b (A, B, P);
  input[15:0]	A, B;
  output[31:0]	P;
  assign P = A*B;
endmodule  
</file>
<file path="flow/run.sh">
#!/bin/bash
# OpenROAD 26Q1-2900-gdf79404cd8, Yosys 0.63+post, stock flow scripts
make -C /OpenROAD-flow-scripts/flow DESIGN_CONFIG=/design/flow/config.mk WORK_HOME=/design/flow/orfs finish
</file>
==> results.yml <==
# flow metrics
grt:
  grtUsageTotal: 0.2014
  grt_pass1_wl_microns: 33150
  antenna_found_initial: 0
  grt_pass1_vias: 6456
  grt_max_degree: 17
  gr-total-overflow: 0
synthesis:
  synthXorXnorAreaFrac: 0.02450
  synth_area_sq_um: 8578
  yosys.area.top_type: "fa_1"
  synthTopCellsByArea: "fa_1 (45%), ha_1 (15%), inv_1 (10%), and2_1 (9.1%), nand2_1 (6.5%)"
  yosys_area_sq_um: 8578
  synthAoiAreaFrac: 0.07453
  post-synth-top-count-cell: "inv_1"
  syn_avg_cell_area_sq_um: 8.647
  mux_share: 0
  simple_gate_area_frac: 0.1796
  top_area_frac: 0.4527
  common_cells: "inv_1 (231), fa_1 (194), nand2_1 (148)"
  ys_types: 47
  postSynthSeqShare: 0
  logic_family: "adder cells"
  ys_sh_adder: 0.6044
  ys_cells: 992
  ys.warnings.count: 0
  syn_inst: 992
worst_setup_path:
  critPathCaptureType: "output pin"
  worstPathRequired_ns: 13.20
  critPathKind: "in2out"
  start_kind: "input port"
  path_max_fanout: 16
  arrival_ns: 10.12
timing:
  max-slew-margin-rel: 0.4778
  hold_violations: 0
  tns_ns: 0
  maxSlewViolCount: 0
  finalSetupViolCount: 0
  worst_slew_pin_slew_ns: 0.7809
  hold_ws_ns: 7.743
  rsz0062_at_grt: "false"
  min_period_ns: 13.42
  fin_ws_ns: 3.076
  max_freq_ghz: 0.07449
  fin_crit_sh: 0.8136
cells_and_area:
  nClkBuffers: 0
  seqCellArea_sq_um: 0
  design_area_sq_um: 9468
  syn_to_final_growth_pct: 10.37
  finalCoreUtilization: 0.4504
  fin_cells: 1301
  flops: 0
  drive_above_1_share: 0.01559
floorplanning:
  die_y_microns: 148.4
  initial_core_util: 0.4081
  die_x_microns: 148.4
  dieArea_sq_um: 22040
  rows: 53
  core_area_sq_um: 21020
  io_pins: 64
detailed_routing:
  drc: 0
  vias: 6440
  wirelength_microns: 19320
  drt_iter0_markers: 226
  ant_nets: 0
  via_per_inst: 4.950
  drtPass1Iterations: 4
  n_antenna_cell: 0
  post_drt_wl_per_cell_microns: 14.85
place:
  hpwl_microns: 16270
  placed_cells_incl_taps: 1301
  finalWeightedCongestion: 0.8717
  placed_area_sq_um: 9468
  pre_cts_ws_ns: 3.041
  portBuffers: 64
min_path:
  hold_class: "in2out"
clocking:
  cts_resized: 0
  postCtsSetupRepairBufs: 0
  cts_hold_buf: 0
run:
  tool_warnings: 32
  maxCapViolations: 0
status:
  status: "completed"
## area by class of cell
type / count / area, sq um
multi-input cells: 725 / 7575
repair buffers: 69 / 678.2
fillers: 2019 / 11550
inverters: 232 / 870.8
well taps: 275 / 344.1
## routing by layer
layer,part of all wire,global-route usage
met3,0.10,0.07637
met5,0,0
met4,0.0068,0.01186
met2,0.43,0.2818
met1,0.46,0.3243
## cells in the final DEF, fill, tap and decap left out, types with 7 or more instances in the layout
| cell type | instances |
|---|---|
| o21bai_1 | 9 |
| nor3_1 | 7 |
| ha_1 | 104 |
| inv_1 | 231 |
| clkdlybuf4s50_1 | 64 |
| fa_1 | 194 |
| and2_1 | 125 |
| nor2_1 | 10 |
| o21ai_0 | 9 |
| xor2_1 | 11 |
| nand2_1 | 148 |
| a21oi_1 | 38 |
| xnor2_1 | 13 |
| a21o_1 | 11 |
## cell families after synthesis
kind of cell             after synthesis
AND-OR/OR-AND                         96
AND/OR/NAND/NOR                      307
adder cells (fa/ha/maj)              298
buffers and inverters                267
XOR/XNOR                              24
## worst max-delay path, stage by stage
cell and delay [ns]:
clkdlybuf4s50_1 0.82, and2_1 0.36, fa_1 0.54, inv_1 0.05, fa_1 0.45, fa_1 0.51
inv_1 0.05, fa_1 0.51, fa_1 0.50, inv_1 0.05, fa_1 0.47, inv_1 0.04
ha_1 0.42, and4_4 0.29, nand3_2 0.11, and4bb_1 0.47, o211ai_2 0.14, a21oi_1 0.19
nor2_1 0.06, o311ai_1 0.27, clkdlybuf4s50_1 0.53
## worst paths after layout
kind | slack [ns] | to | start | depth (start not counted)
max | 3.08 | out6240 | in154 | 21
min | 7.74 | out545 | in273 | 4

==> /design/flow/design.v <==
module Circuit432 (in4, in17, in30, in43, in56, in69, in82, in95, in108,
                  in1, in11, in24, in37, in50, in63, in76, in89, in102,
                  in8, in21, in34, in47, in60, in73, in86, in99, in112,
                  in14, in27, in40, in53, in66, in79, in92, in105, in115,
                  out223, out329, out370,
                  out421, out430, out431, out432);
  input         in4, in17, in30, in43, in56, in69, in82, in95, in108,
                in1, in11, in24, in37, in50, in63, in76, in89, in102,
                in8, in21, in34, in47, in60, in73, in86, in99, in112,
                in14, in27, in40, in53, in66, in79, in92, in105, in115;
  output        out223, out329, out370,
                out421, out430, out431, out432;
  wire [8:0]    A, B, C, E;
  wire          PA, PB, PC;
  wire [3:0]    Chan;
  assign
      E[8:0] = { in4, in17, in30, in43, in56, in69, in82, in95, in108 },
      A[8:0] = { in1, in11, in24, in37, in50, in63, in76, in89, in102 },
      B[8:0] = { in8, in21, in34, in47, in60, in73, in86, in99, in112 },
      C[8:0] = { in14, in27, in40, in53, in66, in79, in92, in105, in115 },
      PA = out223,
      PB = out329,
      PC = out370,
      Chan[3:0] = { out421, out430, out431, out432 };
  TopLevel432b Ckt432 (E, A, B, C, PA, PB, PC, Chan);
endmodule  
module TopLevel432b (E, A, B, C, PA, PB, PC, Chan);
  input[8:0]	E, A, B, C;
  output     	PA, PB, PC;
  output[3:0] Chan;
  wire[8:0] X1, X2, I;
  PriorityA M1(E, A, PA, X1);
  PriorityB M2(E, X1, B, PB, X2);
  PriorityC M3(E, X1, X2, C, PC);
  EncodeChan M4(E, A, B, C, PA, PB, PC, I);
  DecodeChan M5(I, Chan);
endmodule  
module PriorityA(E, A, PA, X1);
  input[8:0] E, A;
  output     PA;
  output[8:0] X1;
  wire [8:0] Ab, EAb;
  assign Ab = ~A;
  assign EAb = ~(Ab & E);
  assign PA = ~&EAb;
  assign X1 = EAb ^ {9{PA}};
endmodule  
module PriorityB(E, X1, B, PB, X2);
  input[8:0] E, X1, B;
  output     PB;
  output[8:0] X2;
  wire [8:0] Eb, EbB, XEB;
  assign Eb = ~E;
  assign EbB = ~(Eb | B);
  assign XEB = ~(X1 & EbB);
  assign PB = ~&XEB;
  assign X2 = XEB ^ {9{PB}};
endmodule  
module PriorityC(E, X1, X2, C, PC);
  input[8:0] E, X1, X2, C;
  output     PC;
  wire [8:0] Eb, EbC, XEC;
  assign Eb = ~E;
  assign EbC = ~(Eb | C);
  assign XEC = ~(X1 & X2 & EbC);
  assign PC = ~&XEC;
endmodule  
module EncodeChan(E, A, B, C, PA, PB, PC, I);
  input[8:0] E, A, B, C; 
  input PA, PB, PC;
  output[8:0] I;
  wire [8:0] APA, BPB, CPC;
  assign APA = ~(A & {9{PA}});
  assign BPB = ~(B & {9{PB}});
  assign CPC = ~(C & {9{PC}});
  assign I = ~(E & APA & BPB & CPC);
endmodule  
module DecodeChan(I, Chan);
  input[8:0] I;
  output[3:0] Chan;
  wire Iand, I8b, I1b, I2b, I3b, I5b, I56, I245, I3456, I1256;
  assign I8b = ~I[8];
  assign Iand = &I[7:0];
  assign Chan[3] = ~(I8b | Iand);
  assign I1b = ~I[1];
  assign I2b = ~I[2];
  assign I3b = ~I[3];
  assign I5b = ~I[5];
  assign I56 = ~(I5b & I[6]);
  assign I245 = ~(I2b & I[4] & I[5]);
  assign I3456 = ~(I3b & I[4] & I[5] & I[6]);
  assign I1256 = ~(I1b & I[2] & I[5] & I[6]);
  assign Chan[2] = ~(I[4] & I[6] & I[7] & I56);
  assign Chan[1] = ~(I[6] & I[7] & I245 & I3456);
  assign Chan[0] = ~(I[7] & I56 & I1256 & I3456);
endmodule  
==> /design/flow/run.sh <==
#!/bin/bash
# OpenROAD 26Q1-2900-gdf79404cd8, Yosys 0.63+post, stock flow scripts
make -C /OpenROAD-flow-scripts/flow DESIGN_CONFIG=/design/flow/config.mk WORK_HOME=/design/flow/orfs finish
==> /design/flow/config.mk <==
export PLATFORM = sky130hd
export DESIGN_NAME = Circuit432
export DESIGN_NICKNAME = Circuit432
export VERILOG_FILES = /design/flow/design.v
export SDC_FILE = /design/flow/constraint.sdc
export NUM_CORES = 4
export LEC_CHECK = 1
export CORE_AREA = 10 10 70 70
export DIE_AREA = 0 0 80 80
==> /design/flow/constraint.sdc <==
current_design Circuit432

set clk_period 8.3
set clk_io_pct 0.2

create_clock -name clk0 -period $clk_period

set non_clock_inputs [all_inputs -no_clocks]
set_input_delay [expr $clk_period * $clk_io_pct] -clock clk0 $non_clock_inputs
set_output_delay [expr $clk_period * $clk_io_pct] -clock clk0 [all_outputs]
==> run notes <==
run results: layout cell share with drive strength beyond 1 14.65%, status finished, final reports clean, normalized max-slew margin 69.33%, flop count 0, Synth Instances 116, Post-CTS Repair Setup Buffers 0, global routing usage on met1 13.21%, Worst path max stage delay 0.50 ns, DIE WIDTH 80 µm, cell mode on critical path clkdlybuf4s50_1, Core Box Area 0.003416 mm², Period minus WS final 6.608 ns, LEAKAGE 0.0004816 µW, Pwr Total 87.34 µW, yosys warns 0, Post-Syn Area 819.5 µm², Fmax 151.3 MHz, drt drc 0, HPWL Detailed 2738 µm, critical path class in -> out, register share after synthesis 0%, worst setup path startpoint in11, CP endpoint kind output pin, die area 0.006400 mm², most numerous logic cell after layout clkdlybuf4s50_1, area grow syn2layout 56.49%, CP Buf/Inv Count 3, All-Layer GR Usage 9.958%, Antenna diodes 0, crit start category input pin, initial antenna violation count 0, Row Count 21, number of global-route vias before repair 1094, Hold Vio Cnt, Final 0, VDD IR-drop max 0.00001998 V, worst-path cell chain clkdlybuf4s50_1, nand2b_2, o2111a_2, nand3_2, o221a_4, nand2_4, a211o_1, o21ba_1, and3_4, inv_4, a221o_1, a31oi_1, clkdlybuf4s50_1, Post-Route WL 3135 µm, GPL Wtd Cong 0.9036, met3 usage 1.136%, cell family with most CP delay AND-OR/OR-AND gates, Clock buffer cells 0, Remaining Overflow, GRT 0, Syn Area/Cell 7.065 µm², Hold Path Origin in112, buffers added on ports 43, final instance area 0.001282 mm², RSZ-0062 raised after global routing no, PD cells 68.10 mW/mm², OpenROAD warnings 32, cell count listed in synth_stat.txt 116, DR pass1 iterations 4, setup violators final 0, Chip Area, Yosys 819.5 µm², first-pass GRT wire length 5409 µm, max-cap violation count 0, WL/cell 15.44 µm, Worst-Margin Slew 0.4601 ns, Setup TNS 0 ns, crit path max-delay cell type clkdlybuf4s50_1, met2 Resource Use GR 17.66%, Final period util 79.62%, DP Area 0.001282 mm², sequential cell area 0 µm², logic area 732.0 µm², number of hold buffers added after CTS 0, Yosys cell types 51, initial DRC count 62, Via Count 1053, routed vias/inst 5.187, WP data arrival 4.95 ns, post-CTS sizing 0, final core utilization 37.55%, Top cells excl fill/tap clkdlybuf4s50_1, inv_1, nand2b_1, largest net degree at the start of global routing 14, Hold Path Class in -> out, num ports 43, Die H 80 µm, Slew Viols, Final 0, fp util 23.99%, worst path required time 6.64 ns, GR peak layer met2, Crit Path Max Fanout 13, Post-DRT Antenna Nets 0, layout filler cell count 362
[Yosys cell counts (2+ instances only)]
cell type | count | area share (%)
o211ai_1 | 2 | 1.8
nor3_1 | 5 | 3.1
nand2b_2 | 3 | 3.2
a31oi_1 | 4 | 3.1
a211oi_1 | 2 | 1.8
nor2_1 | 6 | 2.7
nand3_1 | 2 | 1.2
o21ai_0 | 5 | 3.1
and3_4 | 2 | 2.7
a21o_1 | 2 | 1.8
nor2b_1 | 2 | 1.5
o221ai_1 | 3 | 3.2
a21oi_1 | 7 | 4.3
o22ai_1 | 5 | 3.8
nand4_1 | 2 | 1.5
a221o_1 | 2 | 2.4
nand2_1 | 7 | 3.2
nand2b_1 | 8 | 6.1
inv_1 | 15 | 6.9
[kinds of logic after synthesis]
kind of cell | count (synthesis) | synth area share, %
AOI/OAI and AO/OA | 50 | 50.23
and+or+nand+nor | 48 | 39.09
buffers and inverters | 18 | 10.69
[power breakdown]
| group | leakage, µW | switching [µW] | internal [µW] | total, µW |
|---|---|---|---|---|
| Combinational | 0.000482 | 38.5 | 48.8 | 87.3 |
| Sequential | 0 | 0 | 0 | 0 |
| Clock | 0 | 0 | 0 | 0 |
| Total | 0.000482 | 38.5 | 48.8 | 87.3 |
[per-layer routing]
layer / share of wire, % / routed length [µm]
met4: 0 / 0
met5: 0 / 0
met3: 7.0 / 218
met2: 48 / 1505
met1: 45 / 1412
[final timing paths]
kind / endpoint / slack [ns] / cells after the start
max: out421 / 1.69 / 13
min: out421 / 4.41 / 4
[metrics by stage]
step | hold WS (ns) | instances | setup WS (ns)
floorplan | 3.443 | 116 | 3.119
global placement | 4.418 | 203 | 1.768
detailed placement | 4.413 | 203 | 1.710
CTS | 4.422 | 203 | 1.706
global route | 4.460 | 203 | 1.471
finish | 4.411 | 203 | 1.692
[layout make-up]
| class | count | share of cell area, % |
|---|---|---|
| inverter | 16 | 4.878 |
| tap | 46 | 4.488 |
| multi-input combinational | 98 | 57.07 |
| timing repair buffer | 43 | 33.56 |
Power figures rest on the tool's default switching activity, not on a simulated workload.

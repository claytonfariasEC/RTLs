**run.sh**
```bash
#!/bin/bash
# OpenROAD 26Q1-2900-gdf79404cd8, Yosys 0.63+post, stock flow scripts
make -C /OpenROAD-flow-scripts/flow DESIGN_CONFIG=/design/flow/config.mk WORK_HOME=/design/flow/orfs finish
```
**config.mk**
```make
export PLATFORM = sky130hd
export DESIGN_NAME = spi_core
export DESIGN_NICKNAME = spi_core
export VERILOG_FILES = /design/flow/design.v
export SDC_FILE = /design/flow/constraint.sdc
export NUM_CORES = 4
export LEC_CHECK = 1
export CORE_UTILIZATION = 50
```
**constraint.sdc**
```tcl
current_design spi_core

set clk_period 1.0
set clk_io_pct 0.2

create_clock -name clk0 -period $clk_period [get_ports {clk}]

set non_clock_inputs [all_inputs -no_clocks]
set_input_delay [expr $clk_period * $clk_io_pct] -clock clk0 $non_clock_inputs
set_output_delay [expr $clk_period * $clk_io_pct] -clock clk0 [all_outputs]
```
**design.v**
```verilog
module spi_core
(
SC_to_the_chip,
clk,
scan_data_in,
scan_data_out,
scan_load_chip,
);
parameter SC_SIZE=128;
output [SC_SIZE-1:0] SC_to_the_chip;
reg [SC_SIZE-1:0] SC_to_the_chip;
input clk;
input scan_data_in;
output scan_data_out;
input scan_load_chip;
reg [SC_SIZE-1:0] scan_master;
reg [SC_SIZE-1:0] scan_slave;
wire [SC_SIZE-1:0] scan_next;
assign scan_next = {scan_data_in, scan_slave[SC_SIZE-1:1]};
always @ (posedge clk) begin
scan_master = scan_next;
end
always @ (negedge clk) begin
scan_slave = scan_master;
end
always @ (*)
if (scan_load_chip) begin
SC_to_the_chip=scan_slave;
end
assign scan_data_out = scan_slave[0];
endmodule
```
==> reports/results.tsv <==
stage	metric	value	unit
critical_path	critical path's slowest cell	dfxtp_2	
worst_hold_path	Hold Path Origin	scan_data_in	
critical_path	worst setup path start	scan_slave[0]	
sta	final setup vio count	1	
drt	DRC errors left	0	
drt	Initial DRC Count	103	
sta	skew final	74.0	ps
final_layout	comb_multi_in	0	
worst_hold_path	hold path cells	1	
synthesis	yosys stat chip area	0.00705	mm²
critical_path	worst reg2reg startpoint	scan_slave[24]	
grt	GRT Util Overall	15.3	%
clock_network	clock transition at the registers of the reported paths	60	ps
worst_hold_path	WHS Endpoint	scan_master[127]	
sta	Fin Setup TNS	-663	ps
drt	wire per inst	11.7	µm
floorplan	Top Ports	132	
synthesis	Syn Area/Cell	18.3	µm²
power	VDD IR-drop max	1.74	mV
sta	Slew headroom	62.7	%
sta	Max Slew Vio Count	0	
sta	final number of hold-violating endpoints	0	
critical_path	worst r2r dst	scan_master[23]	
grt	number of global-route vias before repair	3308	
sta	final worst setup slack	-663	ps
critical_path	critical-path maximum fanout	2	
final_layout	synth-to-layout area growth	40.3	%
status	status	finished, violations left	
critical_path	CP peak stage delay	300	ps
floorplan	initial core utilization	51.0	%
floorplan	Core ar.	0.0138	mm²
clock_network	Hold Buf Count CTS	0	
critical_path	CP Buf/Inv Count	1	
place	GPL Wtd Cong	0.714	
critical_path	Worst Path Arrival	1460	ps
grt	largest net degree at the start of global routing	68	
synthesis	area fraction in mux cells	0	%
power	Leak	4.57	nW
synthesis	post-synthesis cell count	385	
drt	DRT Wirelength	10.2	mm
drt	First-pass DRT Iterations	4	
grt	first-pass GRT wire length	16.4	mm
clock_network	CTS buffer count	26	
synthesis	Top non-seq family	buffers and inverters	
place	Port Buf Inserts	131	
power	power density cells	2210	mW/mm²
synthesis	xor+xnor area frac	0	%
synthesis	synth unique cells	3	
synthesis	Yosys Warn Count	1	
critical_path	R2R setup slack	10	ps
sta	RSZ-0062 raised after global routing	true	
sta	register pins left without a clock	128	
clock_network	depth of the CTS H-tree	1	
floorplan	Rows	43	
synthesis	ys cells	385	
synthesis	post-synthesis simple-gate area fraction	0	%
critical_path	crit path DRT	800	ps
clock_network	TritonCTS clock tree	built	
critical_path	Reg2Reg Depth	0	
drt	post-route antenna net violation count	0	
status	violated checks	setup timing	
drt	vias per cell	3.89	
grt	global route overflow	0	
critical_path	CP endpoint kind	output pin	
synthesis	ao+oa area frac	0	%
power	Power, Total	21.8	mW
flow_run	Tool Warnings	156	
final_layout	share of layout cells above drive strength 1	6.09	%
critical_path	critical path launch point type	flip-flop	
critical_path	critical path type	reg2out	
place	placed wire-length estimate	5.45	mm
clock_network	Root Buffer Master	clkbuf_16	
synthesis	Post-synth regs	384	
drt	vias post-DR	3388	
flow_run	Max Cap Viol	0	
critical_path	cells along the critical path	buf_2	
clock_network	clk latency of the worst-skew pair	570	ps
critical_path	Crit path max-delay family	flip-flops	
clock_network	CTS Buffer Depth	3	
drt	antenna fix cells	0	
final_layout	Gate Area	0	µm²
grt	initial antenna violation count	0	
sta	Worst-Margin Slew	560	ps
synthesis	Synth Cell Area	0.00705	mm²
floorplan	Die X	121	µm
floorplan	Die Y	121	µm
floorplan	die area	0.0146	mm²
sta	endpoints left unconstrained	256	
synthesis	Adder-Cell Fraction of Synth Area	0	%
worst_hold_path	Hold Path Class	in2reg	
clock_network	Post-CTS Setup Inserts	0	
## cells in the mapped netlist
cell type / n / share of area (%)
inv_1: 1 / 0.053
dfxtp_1: 256 / 73
dlxtp_1: 128 / 27
## layout by cell type (no fill, tap or decap), types with 2 or more instances in the layout
| cell type | count |
|---|---|
| dlxtp_1 | 128 |
| buf_4 | 2 |
| clkbuf_1 | 6 |
| dfxtp_1 | 253 |
| clkbuf_16 | 27 |
| clkdlybuf4s50_1 | 129 |
| dfxtp_2 | 3 |
| clkbuf_8 | 3 |
| inv_1 | 129 |
| clkinv_2 | 2 |
| clkinv_1 | 3 |
## how the worst max path moves through the flow
stage	slack, ps	cells after the start	to
4_1_cts	-680	1	scan_data_out
6_report	-660	1	scan_data_out
5_1_grt	-710	1	scan_data_out
## flip-flops by register name, indices dropped and copies added (netlist names)
signal and flops:
SC_to_the_chip 128, scan_master 128, scan_slave 128
## cell type report
cell class | instances | area [µm²]
clock inverters | 137 | 557
repair buffers | 132 | 1310
clock buffers | 37 | 747
fillers | 916 | 3940
flip-flops and latches | 384 | 7050
well taps | 180 | 225
## logic make-up (layout without fill, tap and decap cells)
logic type,Yosys count,in the layout
buffers and inverters,1,306
DFF,256,256
latches,128,128
## power breakdown
part / internal (mW) / leakage (nW) / switching [mW]
logic: 0.0481 / 0.465 / 0.0722
clock network: 6.13 / 1.09 / 5.00
registers: 10.6 / 3.02 / 0.0401
total: 16.7 / 4.57 / 5.11
## through the flow
stage | setup WS (ps) | util (%) | area (µm²) | hold WS (ps) | cells
after floorplan | 23.8 | - | 7050 | 228 | 385
after global placement | -453 | 62.1 | 8590 | 655 | 697
after detailed placement | -452 | 62.1 | 8590 | 655 | 697
after CTS | -684 | 71.5 | 9890 | 114 | 870
after global routing | -707 | 71.5 | 9890 | 125 | 870
final | -663 | 71.5 | 9890 | 141 | 870
## metal layers
layer,GRT usage (%),vias to the layer above,share of wire [%]
met5,0,-,0
met4,3.16,0,1.3
met3,5.97,14,9.4
met2,19.3,101,38
met1,27.0,1515,51
li1,-,1758,-
## repair_timing
action / in CTS / in global routing
cloned: 0 / 0
gates resized: 4 / 2
endpoints found under the setup margin: 1 / 3
Power is estimated from default activity; no workload was simulated.
